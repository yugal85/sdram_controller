==> flow/design.v <==
module uart_rx (
    input wire clk,              
    input wire rx_pin,           
    input wire baud_clk,         
    output reg [7:0] data_out,   
    output reg rx_ready          
);
    reg [9:0] shift_reg;         
    reg [3:0] bit_cnt = 0;       
    reg rx_active = 1'b0;        
    reg [7:0] rx_data;           
    reg start_bit = 1'b0;        
    always @(posedge clk) begin
        if (baud_clk == 1'b1) begin
            if (rx_active == 1'b0 && rx_pin == 1'b0) begin
                rx_active <= 1'b1;
                bit_cnt <= 0;
                rx_ready <= 1'b0;
            end
            else if (rx_active == 1'b1) begin
                if (bit_cnt < 10) begin
                    shift_reg <= {rx_pin, shift_reg[9:1]};
                    bit_cnt <= bit_cnt + 1;
                end
                else begin
                    if (shift_reg[0] == 1'b1) begin
                        rx_data <= shift_reg[8:1];   
                        rx_ready <= 1'b1;            
                    end
                    rx_active <= 1'b0;              
                end
            end
        end
    end
    always @(posedge clk) begin
        if (rx_ready == 1'b1) begin
            data_out <= rx_data;    
        end
        else begin
            data_out <= 8'b0;       
        end
    end
endmodule
==> flow/run.sh <==
#!/bin/bash
# OpenROAD 26Q1-2900-gdf79404cd8, Yosys 0.63+post, stock flow scripts
make -C /OpenROAD-flow-scripts/flow DESIGN_CONFIG=/design/flow/config.mk WORK_HOME=/design/flow/orfs finish
==> flow/config.mk <==
export PLATFORM = sky130hd
export DESIGN_NAME = uart_rx
export DESIGN_NICKNAME = uart_rx
export VERILOG_FILES = /design/flow/design.v
export SDC_FILE = /design/flow/constraint.sdc
export NUM_CORES = 4
export LEC_CHECK = 1
export CORE_AREA = 10 10 113 113
export DIE_AREA = 0 0 123 123
==> flow/constraint.sdc <==
current_design uart_rx

set clk_period 1.9
set clk_io_pct 0.2

create_clock -name clk0 -period $clk_period [get_ports {clk}]

set non_clock_inputs [all_inputs -no_clocks]
set_input_delay [expr $clk_period * $clk_io_pct] -clock clk0 $non_clock_inputs
set_output_delay [expr $clk_period * $clk_io_pct] -clock clk0 [all_outputs]
==> results.txt <==
Entry: Yosys synthesis followed by OpenROAD place and route.

Pwr:
- The run puts the total power density per cell area at approximately 960 nW/um^2.
- The run puts the net switching component of the power at 0.298 mW.
- The run gives the clock network fraction of design power as 35.8%.
- The run puts the switching share of power at 21.5%.
- The run gives the design internal power as 1.09 mW.
- The design draws ~1.4 mW.
- Sequential cells account for between 50% and 60% of the total power.
- Combinational cells account for 5.3% of the total power.
- Across the VDD grid, the largest voltage drop is 0.000327 V.
- The run gives the cell leakage power as 0.465 nW.

Job:
- The run gives the number of max-capacitance violations reported as 0.
- The run puts the count of warning messages emitted by the tools at 25.

Final timing:
- Across all setup checks in the final design, the least slack found is 0.237 ns.
- Setup total negative slack on the finished layout was measured at 0 ns.
- For the finished layout, the period the worst path requires is approximately 1.7 ns.
- The run puts the transition at the pin with the smallest max-transition slack at about 0.37 ns.
- The run puts the number of max-slew violations in the final report at 0.
- The run puts the count of endpoints failing setup in the final report at 0.
- On the final layout, the worst clock skew is around 0.0096 ns.
- The run gives the fraction of the cycle the final worst path needs as 87.5%.
- Headroom to the max-slew limit came out at 75.5%.
- The run puts the final-report hold violation count at 0.
- Setup repair after global routing left no endpoint under its margin.
- Derived from the worst setup path, the maximum achievable clock frequency is 0.601 GHz.

Final layout:
- The most common logic cells in the final layout are 24 x sky130_fd_sc_hd__edfxtp_1, 11 x sky130_fd_sc_hd__clkdlybuf4s50_1, 9 x sky130_fd_sc_hd__and2_1.
- The run puts the tally of filler cells in the layout at 1,137.
- The run gives the number of flip-flops in the largest register as 10.
- The run puts the fraction of layout cells with a size suffix above 1 at 14.6%.
- In this run the layout overhead on the synthesized area is reported as 36.0%.
- The run gives the tally of non-filler cells in the final layout as 218.
- The run puts the cell area after layout at 1450 um^2.
- The most common logic cell in the final layout is sky130_fd_sc_hd__edfxtp_1.

Placed design:
- The run puts the placed instance area at 1360 um^2.
- Routability-driven placement finished with a final weighted congestion of 0.774.
- The run gives the total instance count after detailed placement as ~210.
- Timing analysis after detailed placement gives a worst setup slack of 0.150 ns.
- The run puts the number of port buffers at 11.

Critical path:
- Grouping stages by cell kind, the critical path spends the most delay in buffers and inverters.
- The run puts the maximum fanout encountered on the critical timing path at 9.
- The worst setup path is launched from a register.
- The run gives the signal arrival time at the worst endpoint as 1.28 ns.
- The report lists the cells along the critical path as clkdlybuf4s50_1.
- The timing report shows that the slowest cell on the worst path is sky130_fd_sc_hd__clkdlybuf4s50_1.
- The run puts the number of buffer and inverter instances along the worst setup path at 1.
- The run gives the critical path required time as 1.52 ns.
- The run gives the endpoint kind of the worst setup timing path as an output pin.
- The setup path with the least slack is of type register to output pin.
- On the worst path, the slowest cell contributes a delay of 0.53 ns.
- In this run the worst setup path begins at rx_ready$_SDFFCE_PP0P_.
- The startpoint identified for the worst register-to-register timing path is bit_cnt[2]$_SDFFCE_PP0P_.

Die:
- The run puts the die width at 123 um.
- According to the floorplan log, the row count is 37.
- The run gives the full die area as 15,100 um^2.
- Pin placement for this block handled 12 I/O pins.
- Once the floorplan was initialized, standard cells occupied 10.3% of the core.
- The run gives the floorplan core area as roughly 10,000 um^2.
- The run puts the chip height at 123 um.

Global routing:
- The run puts the global-route total usage across every layer at 2.12%.
- The run gives the residual overflow from global routing as 0.
- The run gives the wire length of the first global-routing pass as 2.48 mm.
- The number of global-route vias before repair is 496.
- The run gives the pin count of the biggest net entering global routing as 12.
- The initial antenna violation count is 0.

CTS:
- The run gives the maximum number of buffers from clock root to sink as 2.
- The H-tree was split into 2 levels.
- The run puts the cts-stage hold buffer count at 0.
- On the reported timing paths, the clock transition at the registers reads 0.07 ns.
- The run gives the number of buffers inserted during clock tree synthesis as 5.
- The run puts the number of post-CTS setup repair buffers at 0.
- The run puts the latest clock arrival within the worst-skew pair at approximately 0.28 ns.
- The run puts the cell resize tally after clock tree synthesis at 0.
- The run gives the buffer cell driving the clock tree root as sky130_fd_sc_hd__clkbuf_8.
- TritonCTS built the clock tree.
- For this design, the sink count on the clock tree is 32.

Logic synthesis:
- The run gives the count of distinct cell types in the synthesized netlist as 19.
- A synthesized cell averages about 17 um^2.
- The run gives the number of synthesized register bits as 32.
- The run puts the total cell area reported by yosys after synthesis at 1060 um^2.
- The run puts the synthesis warning total at 1.
- The run gives the portion of synthesized cell area occupied by the leading cell type as approximately two thirds.
- The run puts the cell count after synthesis at between 60 and 70.
- The run gives the sequential share of the synthesized area as 82.8%.
- By area the synthesized netlist is led by sky130_fd_sc_hd__edfxtp_1 68%, sky130_fd_sc_hd__dfxtp_1 15%, sky130_fd_sc_hd__and2_1 5.3%.
- The run puts the cell area after synthesis at 1060 um^2.
- Per the Yosys statistics, synthesis produced 61 cells.
- Sorting the Yosys area breakdown by cell type puts at the top sky130_fd_sc_hd__edfxtp_1.

Routing:
- The run gives the antenna violation net count after detailed routing as 0.
- The run puts the detailed-routing iteration count for the pre-antenna-repair pass at 2.
- The run puts the number of diodes at 0.
- TritonRoute reported its final design rule violation total as 0.
- The run puts the number of vias after detailed routing at between 500 and 600.
- The detailed router finished its first iteration with 20 violations.
- In the post-route report, total wirelength is listed as 1.56 mm.
- The run puts the detailed-route wire length per cell at 7.17 um.
- The run puts the via count normalized by instance count at 2.40.

Hold path:
- The worst hold path begins at shift_reg[9]$_DFFE_PP_.
- STA reports the tightest min-delay check as being of type register to register.

Status:
- The run finished with clean final reports.
final cells by class:
class / instances / area [um^2] / area share (%)
Sequential cell: 32 / 881 / 60.9
Clock buffer: 5 / 68.8 / 4.76
Tap cell: 136 / 170 / 11.8
Multi-Input combinational cell: 27 / 175 / 12.1
Inverter: 2 / 7.51 / 0.519
Timing Repair Buffer: 13 / 125 / 8.65
Clock inverter: 3 / 18.8 / 1.30
synth_stat cells (all sizes together):
| cell | count |
|---|---|
| nand2 | 1 |
| xnor2 | 1 |
| and2 | 9 |
| nand3 | 1 |
| o21bai | 1 |
| inv | 2 |
| dfxtp | 8 |
| a21oi | 1 |
| ha | 1 |
| edfxtp | 24 |
| o21ai | 1 |
| o22ai | 1 |
| o21a | 1 |
| mux2i | 1 |
| nor2 | 5 |
| o211ai | 1 |
| nor2b | 1 |
| a211oi | 1 |
per-layer routing:
metal,global-route usage (%),vias to the layer above,part of all wire [%]
li1,-,262,-
met4,0.291,0,0
met3,1.94,0,15
met5,0,-,0
met1,3.11,244,50
met2,2.18,18,35
metrics by stage:
stage          utilization (%)  hold WS [ns]
4_1_cts                   14.0         0.430
3_3_place_gp              13.2         0.415
2_1_floorplan                -         0.400
5_1_grt                   14.0         0.455
6_report                  14.0         0.426
3_5_place_dp              13.2         0.414
power groups by stage:
| stage | Clock [mW] | Combinational, mW | Sequential [mW] |
|---|---|---|---|
| finish | 0.496 | 0.0732 | 0.816 |
| global route | 0.555 | 0.0838 | 0.821 |
| CTS | 0.516 | 0.0745 | 0.817 |
logic make-up (layout without fill, tap and decap cells):
| kind of cell | Yosys count | after routing | synth area share, % |
|---|---|---|---|
| flip-flops | 32 | 32 | 82.8 |
| AND/OR/NAND/NOR | 17 | 17 | 8.71 |
| AND-OR/OR-AND | 7 | 7 | 4.82 |
| buffers and inverters | 2 | 23 | 0.706 |
| adder cells (fa/ha/maj) | 1 | 1 | 1.18 |
| XOR/XNOR | 1 | 1 | 0.824 |
| multiplexers | 1 | 1 | 0.941 |
worst paths after layout:
path	endpoint	slack, ns	cells after the start
worst max-delay path	rx_ready	0.24	1
worst min-delay path	shift_reg[8]$_DFFE_PP_	0.43	0
worst max register to register	bit_cnt[2]$_SDFFCE_PP0P_	0.50	2
worst min register to register	shift_reg[8]$_DFFE_PP_	0.43	0
Power figures rest on the tool's default switching activity, not on a simulated workload.
