## /design/flow/config.mk

```make
export PLATFORM = sky130hd
export DESIGN_NAME = vga
export DESIGN_NICKNAME = vga
export VERILOG_FILES = /design/flow/design.v
export SDC_FILE = /design/flow/constraint.sdc
export NUM_CORES = 4
export LEC_CHECK = 1
export CORE_UTILIZATION = 30
```

## /design/flow/constraint.sdc

```tcl
current_design vga

set clk_period 8.3
set clk_io_pct 0.2

create_clock -name clk0 -period $clk_period [get_ports {CLK}]

set non_clock_inputs [all_inputs -no_clocks]
set_input_delay [expr $clk_period * $clk_io_pct] -clock clk0 $non_clock_inputs
set_output_delay [expr $clk_period * $clk_io_pct] -clock clk0 [all_outputs]
```

## /design/flow/design.v

```verilog
module vga(
    input wire CLK,
    input wire [7:0] R_IN, G_IN, B_IN,
    output reg [7:0] R_OUT, G_OUT, B_OUT,
    output reg VGAHS, VGAVS,
    output reg VGA_FRAMESTART, VGA_FRAMEEND,
    output reg ACTVID
);
integer Xpos = 0;
integer Ypos = 0;
always @(posedge CLK) begin
    if (Ypos == 624)
        VGA_FRAMESTART <= 1'b1;
    else
        VGA_FRAMESTART <= 1'b0;
    if (Ypos == 600)
        VGA_FRAMEEND <= 1'b1;
    else
        VGA_FRAMEEND <= 1'b0;
    if (Xpos < 1055)
        Xpos <= Xpos + 1;
    else if (Xpos == 1055) begin
        Xpos <= 0;
        Ypos <= Ypos + 1;
    end
    if (Ypos == 624)
        Ypos <= 0;
    if (Xpos > 815 && Xpos < 895)
        VGAHS <= 1'b0;
    else
        VGAHS <= 1'b1;
    if (Ypos > 601 && Ypos < 605)
        VGAVS <= 1'b0;
    else
        VGAVS <= 1'b1;
    if (Xpos > 800 || Ypos > 600) begin
        B_OUT <= 8'b00000000;
        G_OUT <= 8'b00000000;
        R_OUT <= 8'b00000000;
    end
    if (Xpos == 1055)
        ACTVID <= 1'b1;
    else if (Xpos == 799 || Ypos > 599)
        ACTVID <= 1'b0;
    if (Xpos < 799 && Ypos < 600) begin
        B_OUT <= B_IN;
        R_OUT <= R_IN;
        G_OUT <= G_IN;
    end else begin
        B_OUT <= 8'b00000000;
        G_OUT <= 8'b00000000;
        R_OUT <= 8'b00000000;
    end
end
endmodule
```

## /design/flow/run.sh

```bash
#!/bin/bash
# OpenROAD 26Q1-2900-gdf79404cd8, Yosys 0.63+post, stock flow scripts
make -C /OpenROAD-flow-scripts/flow DESIGN_CONFIG=/design/flow/config.mk WORK_HOME=/design/flow/orfs finish
```

==> job_summary.md <==
## Synthesis and layout report

| Metric | Value |
|---|---|
| Status | `complete, no violations` |
| Gates resized, CTS repair | `0` |
| TritonRoute pass-1 iters | `4` |
| # rows | `43` |
| Avg Synthesized Cell Area | `10.0 um^2` |
| Post-synth top area cell | `dfxtp_1` |
| Critical path class | `flop to flop` |
| Flip-flops with a built-in enable | `32` |
| Post-synthesis cell type with the largest instance count | `dfxtp_1` |
| Initial antenna violation count | `0` |
| Yosys warnings | `1` |
| Die y size | `121 um` |
| Crit path max-delay family | `simple AND/OR/NAND/NOR gates` |
| Post-CTS setup buffers | `0` |
| Slowest cell on crit path | `or3_1` |
| Min-Delay Path Class | `flop to flop` |
| Total power | `0.000864 W` |
| Share of post-route cells with drive strength above 1 | `6.40%` |
| Period minus WS final | `2.79 ns` |
| Commonest flop | `dfxtp_1` |
| CP endpoint kind | `flop` |
| RSZ-0062 raised after global routing | `no` |
| Final setup vio count | `0` |
| All-Layer GR Usage | `12.3%` |
| DRC | `0` |
| Critical path's largest stage delay | `0.64 ns` |
| OpenROAD warnings | `28` |
| Area Growth Syn to Fin | `23.0%` |
| Fillers | `1294` |
| Critical path buffers and inverters | `1` |
| Synth cell types | `43` |
| Clk slew on worst S/H paths | `0.06 ns` |
| Antenna Nets Post-Route | `0` |
| Cell area leaders | `dfxtp_1, edfxtp_1, xnor2_1` |
| Peak supply drop | `0.0921 mV` |
| Via count | `3103` |
| Clk buf depth | `2` |
| Startpoint types | `flop` |
| Post-synth seq share | `51.6%` |
| Pwr Density | `166 mW/mm^2` |
| CP max FO | `32` |
| Tcrit/Tclk final | `33.6%` |
| Yosys synthesis chip area | `0.00423 mm^2` |
| First-pass GRT wire length | `14.2 mm` |
| Top-area cell share | `28.9%` |
| Syn Std Cell Area | `0.00423 mm^2` |
| Clk root buf | `clkbuf_16` |
| CP required | `8.29 ns` |
| DRT Wirelength | `8.29 mm` |
| Drt first-iter violations | `219` |
| Total gr overflow | `0` |
| Num CTS Buffers | `9` |
| Die Wd | `121 um` |
| Post-Syn Instances | `421` |
| Most frequent cells after synthesis | `dfxtp_1, nor2_1, and2_1, edfxtp_1, nand4_1` |
| Placer Congestion | `0.845` |
| Total Neg Setup Slack | `0 ns` |
| Fin. Hold Viols | `0` |
| Share of synthesized registers carrying an async set or reset | `0%` |
| Fp_density | `30.6%` |
| Core Region | `0.0138 mm^2` |
| H-Tree Level Count | `3` |
| Slew margin rel. | `43.7%` |
| Average wire per standard cell | `12.8 um` |
| HPWL Detailed | `5.75 mm` |
| Post-synth regs | `93` |
| Clock latency (worst-skew pair) | `0.33 ns` |
| Vias in the first global route | `2984` |
| Worst Max-Slew Pin Slew | `0.838 ns` |
| Data arrival, critical path | `2.78 ns` |
| Worst Skew | `0.00489 ns` |
| CTS tree | `yes` |
| Max frequency | `358 MHz` |
| Leak Pwr | `1.91 nW` |
| # IOs | `54` |
| IO buf count | `53` |
| Largest net degree at the start of global routing | `33` |
| Slew Limit Fails | `0` |
| Yosys cell count | `421` |
| Chip area | `0.0146 mm^2` |
| Worst-path cell chain | `nor4_1, nand4_1, or3_1, nand2_1, buf_4` |
| Vias per cell | `4.78` |
| Cts hold-fix bufs | `0` |
| Clock sink total | `93` |
| Ant diodes | `0` |
| Max Cap Viol | `0` |
-- cells in the final DEF (no fill, tap or decap), types with 7 or more instances in the layout --
cell type	count
xnor2_1	28
nor4_1	17
a21oi_1	7
and4_1	10
and2_1	32
clkbuf_16	9
clkdlybuf4s50_1	53
edfxtp_1	32
and3_1	12
nor2_1	45
nand3_1	23
nand2_1	25
nand4_1	32
dfxtp_1	61
xor2_1	27
-- per-layer routing --
layer | wire length (um) | vias up | track usage [%]
li1 | - | 1589 | -
met1 | 4120 | 1469 | 18.9
met2 | 3810 | 35 | 19.0
met3 | 229 | 10 | 2.02
met4 | 139 | 0 | 2.24
met5 | 0 | - | 0
-- worst register-to-register path, stage by stage, from the launching register on --
cell,delay [ns]
edfxtp_1,0.46
nor4_1,0.36
nand4_1,0.49
or3_1,0.64
nand2_1,0.11
buf_4,0.37
-- final timing paths --
kind	from	to	slack (ns)	depth (start not counted)
worst min register to register	Ypos[18]$_SDFFE_PP0P_	Ypos[18]$_SDFFE_PP0P_	0.48	1
worst max-delay path	Xpos[23]$_SDFFCE_PN0P_	Xpos[28]$_SDFFCE_PN0P_	5.51	5
worst min-delay path	Ypos[18]$_SDFFE_PP0P_	Ypos[18]$_SDFFE_PP0P_	0.48	1
worst max register to register	Xpos[23]$_SDFFCE_PN0P_	Xpos[28]$_SDFFCE_PN0P_	5.51	5
-- area by class of cell --
cell class	instances	area (um^2)	area share [%]
Sequential cell	93	2180	42.0
Multi-Input combinational cell	300	1940	37.3
Timing Repair Buffer	56	553	10.6
Clock buffer	14	275	5.29
Tap cell	180	225	4.33
Inverter	5	18.8	0.361
Clock inverter	1	5.00	0.0962
-- logic make-up (layout without fill, tap and decap cells) --
family                   after synthesis  after routing  synth area share (%)
AND-OR/OR-AND                         20             20                  3.14
XOR/XNOR                              55             55                  11.4
adder cells (fa/ha/maj)                5              5                  1.48
buffers and inverters                 28             76                  2.60
flip-flops                            93             93                  51.6
multiplexers                           1              1                 0.266
AND/OR/NAND/NOR                      219            219                  29.5
-- state kept, by name, summed over array words and instances (netlist names) --
register	flops
B_OUT	8
VGAHS	1
ACTVID	1
R_OUT	8
VGA_FRAMEEND	1
Xpos	32
G_OUT	8
Ypos	32
VGAVS	1
VGA_FRAMESTART	1
-- power breakdown --
part / internal, W / switching, W / leakage [nW]
Clock: 0.000227 / 0.000159 / 0.142
Combinational: 0.00000973 / 0.00000113 / 0.905
Sequential: 0.000468 / 0 / 0.863
Total: 0.000704 / 0.000160 / 1.91
-- through the flow --
stage               utilization [%]  instance area [um^2]  hold slack (ns)  worst slack [ns]  std cells
detailed placement             35.6                  4920            0.476              5.52        634
floorplan                         -                  4230            0.438              5.51        421
global placement               35.6                  4920            0.469              5.59        634
CTS                            37.6                  5200            0.485              5.49        649
global route                   37.6                  5200            0.499              5.28        649
finish                         37.6                  5200            0.479              5.51        649
Power figures rest on the tool's default switching activity, not on a simulated workload.
