`run.sh`:
```
#!/bin/bash
# OpenROAD 26Q1-2900-gdf79404cd8, Yosys 0.63+post, stock flow scripts
make -C /OpenROAD-flow-scripts/flow DESIGN_CONFIG=/design/flow/config.mk WORK_HOME=/design/flow/orfs finish
```
`config.mk`:
```
export PLATFORM = sky130hd
export DESIGN_NAME = uart_tx
export DESIGN_NICKNAME = uart_tx
export VERILOG_FILES = /design/flow/design.v
export SDC_FILE = /design/flow/constraint.sdc
export NUM_CORES = 4
export LEC_CHECK = 1
export CORE_AREA = 10 10 90 90
export DIE_AREA = 0 0 100 100
```
`constraint.sdc`:
```
current_design uart_tx

set clk_period 2.6
set clk_io_pct 0.2

create_clock -name clk0 -period $clk_period [get_ports {clk}]

set non_clock_inputs [all_inputs -no_clocks]
set_input_delay [expr $clk_period * $clk_io_pct] -clock clk0 $non_clock_inputs
set_output_delay [expr $clk_period * $clk_io_pct] -clock clk0 [all_outputs]
```
`design.v`:
```
module uart_tx (
    input wire clk,             
    input wire tx_start,        
    input wire [7:0] data_in,   
    output reg tx_pin,          
    input wire baud_clk         
);
    reg [9:0] shift_reg;   
    reg [3:0] bit_cnt = 0;   
    reg tx_busy = 1'b0;      
    always @(posedge clk) begin
        if (baud_clk == 1'b1) begin
            if (tx_start == 1'b1 && tx_busy == 1'b0) begin
                shift_reg <= {1'b1, data_in, 1'b0};   
                bit_cnt <= 0;
                tx_busy <= 1'b1;
            end
            else if (tx_busy == 1'b1) begin
                if (bit_cnt < 10) begin
                    tx_pin <= shift_reg[0];
                    shift_reg <= {1'b1, shift_reg[9:1]};   
                    bit_cnt <= bit_cnt + 1;
                end
                else begin
                    tx_busy <= 1'b0;   
                end
            end
        end
    end
endmodule
```
==> results.sh <==
# yosys + openroad results
export IMPL_critical_path_max_fanout=13
export IMPL_synth_yosys_seq_area_share=0.679
export IMPL_area_delta_synth_final_pct=36.2
export IMPL_seq_area_um2=450
export IMPL_grt_pass1_vias=347
export IMPL_wl_met1_um=458
export IMPL_ys_cells=38
export IMPL_period_used=0.672
export IMPL_cts_root_buf="clkbuf_8"
export IMPL_rr_worst_depth=3
export IMPL_synth_edff_count=15
export IMPL_worst_pin_slew_ns=0.569
export IMPL_layout_area_comb_um2=201
export IMPL_routed_wl_met2_um=578
export IMPL_die_h_um=100
export IMPL_hp_class="reg -> reg"
export IMPL_crit_type="in -> reg"
export IMPL_yosys_warnings=1
export IMPL_yosys_area_top_type="edfxtp_1"
export IMPL_ys_chip_area_um2=663
export IMPL_syn_avg_cell_area_um2=17.5
export IMPL_ys_sh_simple=0.0925
export IMPL_path_buffers=1
export IMPL_cp_slowest_cell="and2_1"
export IMPL_layout_drive_gt1_share=0.231
export IMPL_diodes=0
export IMPL_ys_top_cells_by_area="edfxtp_1, mux2_4, mux2_2, nor2b_4, ha_1"
export IMPL_synthXorXnorAreaFrac=0.0264
export IMPL_slew_headroom=0.620
export IMPL_arrival_ns=1.63
export IMPL_fa_ha_area_frac=0.0189
export IMPL_flop_cell="edfxtp_1"
export IMPL_cp_cell_sequence="clkdlybuf4s50_1 -> mux2_2 -> and2_1"
export IMPL_max_cap_violations=0
export IMPL_clk_latency_ns=0.25
export IMPL_clk_path_buf_depth=2
export IMPL_antenna_found_initial=0
export IMPL_htree_levels=1
export IMPL_n_fill_cell=683
export IMPL_min_path_cells=0
export IMPL_wl_per_cell_um=9.08
export IMPL_largest_reg_flops=9
export IMPL_synth_area_um2=663
export IMPL_path_depth=3
export IMPL_die_w_um=100
export IMPL_drt_total_wl_um=1170
export IMPL_top_layer_used="met4"
export IMPL_drt_initial_drc_count=31
export IMPL_finalClockSkew_ns=0.00100
export IMPL_worst_setup_path_start_kind="primary input"
export IMPL_powerDensity_nw_per_um2=615
export IMPL_setup_violations=0
export IMPL_fin_tns_setup_ns=0
export IMPL_synth_cell_types=15
export IMPL_required_ns=2.49
export IMPL_slowest_delay_ns=0.49
export IMPL_drc=0
export IMPL_cts_tree="yes"
export IMPL_end_kind="flip-flop"
export IMPL_via_per_inst=2.65
export IMPL_cts_resized=0
export IMPL_num_rows=29
export IMPL_p_leak_uw=0.000293
export IMPL_fmax_mhz=572
export IMPL_io_pins=12
export IMPL_synth_top_cells_by_count="edfxtp_1, mux2_2, mux2_4"
export IMPL_most_common_cell="edfxtp_1"
export IMPL_rsz0062_at_grt="no"
export IMPL_fin_hold_ws_ns=0.421
export IMPL_instances_no_fill=129
export IMPL_synthAoiAreaFrac=0.00755
export IMPL_async_flop_share=0
export IMPL_num_vias=342
export IMPL_ir_worst_vdd_v=0.000135
export IMPL_drt_pass1_iter_count=3
export IMPL_grt_usage=0.0225
export IMPL_grt_first_pass_wirelength_um=1740
export IMPL_syn_inst=38
export IMPL_synth_logic_top_family="multiplexers"
export IMPL_clock_sinks=15
export IMPL_antenna_left=0
export IMPL_cts_hold_buf=0
export IMPL_mux_area_frac=0.158
export IMPL_globalplace_congestion=0.697
export IMPL_buffer_ports_inserted=11
export IMPL_dp_cells=125
export IMPL_finalHoldViolations=0
export IMPL_postCtsSetupBuffers=0
export IMPL_finalCriticalPeriod_ns=1.75
export IMPL_ys_ff=15
export IMPL_final_util=0.144
export IMPL_path_delay_family="simple AND/OR/NAND/NOR gates"
export IMPL_slew_violations=0
export IMPL_route_met3_wl_um=97
export IMPL_die_area_um2=10000
export IMPL_fp_util=0.106
export IMPL_grt_max_degree=14
export IMPL_outcome="complete, no violations"
export IMPL_clk_pin_slew_ns=0.06
export IMPL_grt_ovfl_total=0
export IMPL_top_area_frac=0.679
export IMPL_core_um2=6280
export IMPL_cts_buffers=3
export IMPL_log_warning_count=25
[worst paths after layout]
path | from | end | slack, ns
hold / removal | shift_reg[0] | tx_pin | 0.42
setup reg to reg | bit_cnt[1] | shift_reg[0] | 0.90
setup / recovery | tx_start | shift_reg[0] | 0.85
hold reg to reg | shift_reg[0] | tx_pin | 0.42
[stage by stage]
| step | power (µW) | cell area, µm² | setup slack, ns |
|---|---|---|---|
| after floorplan | 351 | 663 | 1.12 |
| after global placement | 373 | 858 | 0.609 |
| after detailed placement | 376 | 858 | 0.565 |
| after CTS | 563 | 903 | 0.836 |
| after global routing | 578 | 903 | 0.772 |
| final | 556 | 903 | 0.853 |
[metal layers]
layer / GRT usage / vias up
li1: - / 168
met1: 0.0253 / 161
met2: 0.0343 / 8
met3: 0.0139 / 5
met4: 0.00761 / 0
met5: 0 / -
[cells by family (layout without fill, tap and decap cells)]
family          count (synthesis)  count (layout)
compound gates                  1               1
simple gates                   10              10
buf+inv                         1              15
mux                             8               8
fa+ha+maj                       1               1
flops                          15              15
xor+xnor                        2               2
[placed cells by master, fill, tap and decap left out]
| cell | netlist | layout |
|---|---|---|
| xnor2_1 | 1 | 1 |
| nor2b_1 | 2 | 2 |
| mux2_2 | 4 | 4 |
| nand2b_1 | 1 | 1 |
| clkbuf_8 | 0 | 3 |
| clkdlybuf4s50_1 | 0 | 11 |
| ha_1 | 1 | 1 |
| clkbuf_1 | 0 | 1 |
| mux2_4 | 4 | 4 |
| and3_1 | 1 | 1 |
| xor2_1 | 1 | 1 |
| nor2b_4 | 1 | 1 |
| nand3_1 | 1 | 1 |
| edfxtp_1 | 15 | 15 |
| o21ai_0 | 1 | 1 |
| nor2_1 | 3 | 3 |
| and2_1 | 1 | 1 |
[cell type report]
type,instances,share of cell area
Clock buffer,4,0.0499
Multi-Input combinational cell,22,0.223
Sequential cell,15,0.499
Tap cell,77,0.107
Timing Repair Buffer,11,0.122
[worst reg2reg max path, stage by stage (launching register included)]
cell      delay [ns]
edfxtp_1        0.42
o21ai_0         0.23
mux2_2          0.20
and2_1          0.49
[where the power goes]
group | switching, µW | internal [µW]
sequential | 9.49 | 296
combinational | 24.6 | 40.6
clock | 76.8 | 109
Power figures rest on the tool's default switching activity, not on a simulated workload.
